==> design/flow/design.v <==
`timescale 1ns/10ps
package controlPkg;
    typedef enum logic [2:0] {
        PASSB = 3'b000,
        ADD = 3'b010,
        SUB = 3'b011,
        AND = 3'b100,
        OR = 3'b101,
        XOR = 3'b110
    } aluCntrl;
    typedef struct packed {
        logic Reg2Loc;
        logic uncondBr;
        logic brTaken;
        logic MemRead;
        logic aluOrShift;
        logic MemtoReg;
        logic MemWrite;
        logic ALUSrc;
        logic RegWrite;
        aluCntrl aluControl;
        logic ImmSel;
    } cntrl;
    typedef struct packed {
        logic zero;
        logic overflow;
        logic carryOut;
        logic negative;
    } alu_flags;
endpackage : controlPkg
`timescale 1ns/10ps
module D_FF (q, d, reset, clk);
	output reg q;
	input d, reset, clk;
	always_ff @(posedge clk)
	if (reset)
		q <= 0;  
	else
		q <= d;  
endmodule
`timescale 1ns/10ps
module imm_select (
    input logic [11:0] alu_imm,
    input logic [8:0] ld_sr_imm,
    input logic sel,  
    output logic [63:0] sel_imm
);
    logic [63:0] imm9, imm12;
    signExtend9_64 ld_st_imm (
        .in         (ld_sr_imm),
        .out        (imm9)
    );
    signExtend12_64 add_sub_imm (
        .in         (alu_imm),
        .out        (imm12)
    );
    mux2_1_64 immedMux (
        .sel            (sel), 
        .a              (imm12),  
        .b              (imm9),  
        .out            (sel_imm)
    );
endmodule
`timescale 1ns/10ps
module reg_FF (en, write, clk, reset, out);
	input en, write, clk, reset;
	output out;
	logic cur, temp;
	mux2_1 mux (.sel(en), .input_a(cur), .input_b(write), .out(temp));
	D_FF FF (.q(cur), .d(temp), .reset(reset), .clk(clk));
	assign out = cur; 
endmodule
`timescale 1ns/10ps
module regfile(ReadData1, ReadData2, WriteData, ReadRegister1, ReadRegister2, WriteRegister, RegWrite, clk);
	input logic RegWrite, clk;
	input logic [4:0] ReadRegister1, ReadRegister2;
	input logic [4:0] WriteRegister;
	input logic [63:0] WriteData;
	output logic [63:0] ReadData1, ReadData2;
	logic [31:0] decoderToReg;
	logic [63:0] regOut [0:31];
	logic [31:0] muxIn [0:63];
	decoder5to32 decoder (.write(RegWrite), .addr(WriteRegister), .out(decoderToReg));
	genvar i;
	generate
		for(i=0; i<31; i++) begin : registers
			register registernum (.clk(clk), .writeData(WriteData), .writeEn(decoderToReg[i]), .readData(regOut[i]));
		end
	endgenerate
	assign regOut[31] = 64'b0;
	genvar j, k;
	generate
		for(j=0; j<64; j++) begin : muxs
			for(k=0; k<32; k++) begin : arrays
				assign muxIn[j][k] = regOut[k][j];
			end
			mux32_1 firstmux  (.sel(ReadRegister1), .in(muxIn[j]), .out(ReadData1[j]));
			mux32_1 secondmux (.sel(ReadRegister2), .in(muxIn[j]), .out(ReadData2[j]));
		end
	endgenerate
endmodule
`timescale 1ns/10ps
module register(clk, writeData, writeEn, readData);
	input logic clk, writeEn;
	input logic [63:0] writeData;
	output logic [63:0] readData;
	genvar i;
	generate
		for(i=0; i<64; i++) begin : regFFnum
			reg_FF regFF (.en(writeEn), .write(writeData[i]), .clk(clk), .reset(1'b0), .out(readData[i]));
		end
	endgenerate
endmodule
`timescale 1ns/10ps
module rf_datapath (
    input logic clk,
    input logic [4:0] rd_addr,  
    input logic [4:0] rd_data,  
    input logic [4:0] rm,
    input logic [4:0] rn,
    input logic [8:0] ld_sr_imm,
    input logic [11:0] alu_imm,
    input logic [63:0] wr_data,  
    input logic reg2loc,  
    input logic reg_write,  
    input logic imm_sel,  
    input logic alu_src,  
    input logic forwarding_source_a,  
    input logic forwarding_source_b,  
    input logic forwarding_a_en,  
    input logic forwarding_b_en,  
    input logic [63:0] forwarding_data_a_ex,  
    input logic [63:0] forwarding_data_b_ex,  
    input logic [63:0] forwarding_data_a_mem,  
    input logic [63:0] forwarding_data_b_mem,  
    output logic [63:0] data_a,
    output logic [63:0] data_b,
    output logic [63:0] reg_data_b_out
);  
    logic [4:0] reg2loc_addr;
    logic [63:0] reg_data_a, reg_data_b;
    logic [63:0] reg_b_forwarded;
    mux2_1_5 instrToReg (
        .sel            (reg2loc), 
        .a              (rd_data), 
        .b              (rm), 
        .out            (reg2loc_addr)
    );
    regfile registerfile (
        .ReadData1      (reg_data_a), 
        .ReadData2      (reg_data_b), 
        .WriteData      (wr_data), 
        .ReadRegister1  (rn),
        .ReadRegister2  (reg2loc_addr), 
        .WriteRegister  (rd_addr), 
        .RegWrite       (reg_write), 
        .clk            (~clk)
    );
    logic [63:0] selected_imm;
    imm_select which_imm (  
        .alu_imm      (alu_imm),
        .ld_sr_imm    (ld_sr_imm),
        .sel          (imm_sel),
        .sel_imm      (selected_imm)  
    );
    mux2_1_64 reg_or_imm_mux (
        .sel (alu_src),
        .a   (reg_b_forwarded),
        .b   (selected_imm),
        .out (data_b)
    );
    logic [63:0] selected_forward_a, selected_forward_b;
    mux2_1_64 forwarding_sel_a (
        .sel            (forwarding_source_a), 
        .a              (forwarding_data_a_ex), 
        .b              (forwarding_data_a_mem), 
        .out            (selected_forward_a)
    );
    mux2_1_64 forwarding_sel_b (
        .sel            (forwarding_source_b), 
        .a              (forwarding_data_b_ex), 
        .b              (forwarding_data_b_mem), 
        .out            (selected_forward_b)
    );
    mux2_1_64 forwarding_en_a (
        .sel            (forwarding_a_en), 
        .a              (reg_data_a), 
        .b              (selected_forward_a), 
        .out            (data_a)
    );
    mux2_1_64 forwarding_en_b (
        .sel (forwarding_b_en),
        .a   (reg_data_b),
        .b   (selected_forward_b),
        .out (reg_b_forwarded)
    );
    assign reg_data_b_out = reg_b_forwarded;
endmodule
`timescale 1ns/10ps
module decoder2to4 (write, addr, out);
	input logic write;
	input logic [1:0] addr;
	output logic [3:0] out;
	logic [1:0] invert;
	genvar i;
	generate
		for(i=0;i<2;i++) begin : inverters
			not #(50ps) inv (invert[i], addr[i]);
		end
	endgenerate
	and #(50ps) and0 (out[0], write, invert[0], invert[1]);
	and #(50ps) and1 (out[1], write, addr[0],  invert[1]);
	and #(50ps) and2 (out[2], write, invert[0], addr[1]);
	and #(50ps) and3 (out[3], write, addr[0],  addr[1]);
endmodule
`timescale 1ns/10ps
module decoder3to8 (write, addr, out);
	input logic write;
	input logic [2:0] addr;
	output logic [7:0] out;
	logic [2:0] invert;
	genvar i;
	generate
		for(i=0;i<3;i++) begin : inverters
			not #(50ps) inv (invert[i], addr[i]);
		end
	endgenerate
	and #(50ps) and0 (out[0], write, invert[0], invert[1], invert[2]);
	and #(50ps) and1 (out[1], write, addr[0],  invert[1], invert[2]);
	and #(50ps) and2 (out[2], write, invert[0], addr[1],  invert[2]);
	and #(50ps) and3 (out[3], write, addr[0],  addr[1],   invert[2]);
	and #(50ps) and4 (out[4], write, invert[0], invert[1], addr[2]);
	and #(50ps) and5 (out[5], write, addr[0],  invert[1], addr[2]);
	and #(50ps) and6 (out[6], write, invert[0], addr[1],  addr[2]);
	and #(50ps) and7 (out[7], write, addr[0],  addr[1],   addr[2]);
endmodule	
`timescale 1ns/10ps
module decoder5to32 (write, addr, out);
	input logic write;
	input logic [4:0] addr;
	output logic [31:0] out;
	logic [7:0] temp;
	decoder3to8 big (.write(write), .addr(addr[4:2]), .out(temp));
	genvar i;
	generate
		for(i=0; i<8; i++) begin : twotofour
			decoder2to4 dec2_4 (.write(temp[i]), .addr(addr[1:0]), .out(out[((i*4)+3):(i*4)]));
		end
	endgenerate
endmodule	
`timescale 1ns/10ps
module mux16_1(sel, in, out);
	input logic [3:0] sel;
	input logic [15:0] in;
	output logic out;
	logic lower_out, upper_out;
	mux8_1 lower_mux(.sel(sel[2:0]), .in(in[7:0]), .out(lower_out));
	mux8_1 upper_mux(.sel(sel[2:0]), .in(in[15:8]), .out(upper_out));
	mux2_1 final_mux(.sel(sel[3]), .input_a(lower_out), .input_b(upper_out), .out(out));
endmodule
`timescale 1ns/10ps
module mux2_1(sel, input_a, input_b, out);
	input logic input_a, input_b, sel;
	output logic out;
	logic inverted_sel, and_a, and_b, or_result;
	xor #(50ps) invert_sel (inverted_sel, sel, 1'b1);
	and #(50ps) and_input_a (and_a, input_a, inverted_sel);
	and #(50ps) and_input_b (and_b, sel, input_b);
	or #(50ps) or_gate (out, and_a, and_b);
endmodule
module mux2_1_testbench();
	logic input_a, input_b, sel;
	logic out;
	logic inverted_sel, and_a, and_b, or_result;
	mux2_1 dut (.sel, .input_a, .input_b, .out);
	integer i;
	initial begin
		for (i = 0; i < 8; i++) begin
			{sel, input_a, input_b} = i; #10;
		end
	end
endmodule
`timescale 1ns/10ps
module mux2_1_5 (
    input logic [4:0] a, 
    input logic [4:0] b,
    input logic sel,
    output logic [4:0] out
);
genvar i;
generate;
    for(i = 0; i < 5; i++) begin : muxs
        mux2_1 onebit (
            .sel          (sel), 
            .input_a      (a[i]), 
            .input_b      (b[i]), 
            .out          (out[i])
        );
    end
endgenerate
endmodule
`timescale 1ns/10ps
module mux2_1_64 (
    input logic [63:0]      a, b,
    input logic             sel,
    output logic [63:0]     out
);
genvar i;
generate;
    for(i = 0; i < 64; i++) begin : muxs
        mux2_1 onebit (
            .sel          (sel), 
            .input_a      (a[i]), 
            .input_b      (b[i]), 
            .out          (out[i])
        );
    end
endgenerate
endmodule
`timescale 1ns/10ps
module mux32_1(sel, in, out);
	input logic [4:0] sel;
	input logic [31:0] in;
	output logic out;
	logic lower_out, upper_out;
	mux16_1 lower_mux(.sel(sel[3:0]), .in(in[15:0]), .out(lower_out));
	mux16_1 upper_mux(.sel(sel[3:0]), .in(in[31:16]), .out(upper_out));
	mux2_1 final_mux(.sel(sel[4]), .input_a(lower_out), .input_b(upper_out), .out(out));
endmodule
`timescale 1ns/10ps
module mux4_1(sel, in, out);
	input logic [1:0] sel;
	input logic [3:0] in;
	output logic out;
	logic lower_out, upper_out;
	mux2_1 lower_mux(.sel(sel[0]), .input_a(in[0]), .input_b(in[1]), .out(lower_out));
	mux2_1 upper_mux(.sel(sel[0]), .input_a(in[2]), .input_b(in[3]), .out(upper_out));
	mux2_1 final_mux(.sel(sel[1]), .input_a(lower_out), .input_b(upper_out), .out(out));
endmodule
module mux4_1_testbench;
	logic [1:0] sel;
	logic [3:0] in;
	logic out;
	logic lower_out, upper_out;
	mux4_1 dut (.sel, .in, .out);
	integer i;
	initial begin
		for (i = 0; i < 65; i++) begin
			sel = i[1:0];
			in[0] = i[2];
			in[1] = i[3];
			in[2] = i[4];
			in[3] = i[5];
			#10;
		end
	end
endmodule
`timescale 1ns/10ps
module mux8_1(sel, in, out);
	input logic [2:0] sel;
	input logic [7:0] in;
	output logic out;
	logic lower_out, upper_out;
	mux4_1 lower_mux(.sel(sel[1:0]), .in(in[3:0]), .out(lower_out));
	mux4_1 upper_mux(.sel(sel[1:0]), .in(in[7:4]), .out(upper_out));
	mux2_1 final_mux(.sel(sel[2]), .input_a(lower_out), .input_b(upper_out), .out(out));
endmodule
module mux8_1_testbench;
	logic [2:0] sel;
	logic [7:0] in;
	logic out;
	logic lower_out, upper_out;
	mux8_1 dut (.sel, .in, .out);
	initial begin
		sel = 3'b000; in = 8'b00000000; #10;
		sel = 3'b000; in = 8'b00000001; #10;
		sel = 3'b010; in = 8'b00000001; #10;
		sel = 3'b110; in = 8'b01110101; #10;
	end
endmodule
`timescale 1ns/10ps
module signExtend12_64 (
    input logic [11:0] in,
    output logic [63:0] out
);
    assign out = {52'b0, in};
endmodule
`timescale 1ns/10ps
module signExtend9_64 (
    input logic [8:0] in,
    output logic [63:0] out
);
    assign out = {{55{in[8]}}, in};
endmodule
==> design/flow/run.sh <==
#!/bin/bash
# OpenROAD 26Q1-2900-gdf79404cd8, Yosys 0.63+post, stock flow scripts
make -C /OpenROAD-flow-scripts/flow DESIGN_CONFIG=/design/flow/config.mk WORK_HOME=/design/flow/orfs finish
==> design/flow/config.mk <==
export PLATFORM = sky130hd
export DESIGN_NAME = rf_datapath
export DESIGN_NICKNAME = rf_datapath
export VERILOG_FILES = /design/flow/design.v
export SDC_FILE = /design/flow/constraint.sdc
export NUM_CORES = 4
export LEC_CHECK = 1
export CORE_UTILIZATION = 40
==> design/flow/constraint.sdc <==
current_design rf_datapath

set clk_period 73.3
set clk_io_pct 0.2

create_clock -name clk0 -period $clk_period

set non_clock_inputs [all_inputs -no_clocks]
set_input_delay [expr $clk_period * $clk_io_pct] -clock clk0 $non_clock_inputs
set_output_delay [expr $clk_period * $clk_io_pct] -clock clk0 [all_outputs]
==> results.txt <==
Implementation results

Data arrives at the worst endpoint at 20.53 ns. The HPWL after detailed placement is 236000 µm. During placement, the flow inserted port buffers numbering 562.

The cell area reported after detailed placement is 109000 µm². Endpoints failing hold in the final report were tallied at 0. The average wire length per cell after detail routing is 35.9 µm.

Measured against its own limit, the worst slew margin works out to 21.4%. The reported leakage power is 34.3 nW. Looking at hold timing, the worst path starts from forwarding_a_en. For this run, the register share of the synthesized area comes to 59.8%. The adder-cell share of the synthesized area is 0%. Per the run report, area growth between synthesis and finish was 9.23%.

Setup repair after global routing left no endpoint under its margin. The dominant register cell in the synthesized netlist is sky130_fd_sc_hd__edfxtp_1. The first global-routing pass estimated 532000 µm of wire. Per the log, the first TritonRoute iteration ended with a DRC count of 5427. The area taken by multi-input logic gates is 36300 µm².

The number of instances in the synthesized netlist is 7124. Of the available clock period, the critical path in the final layout requires 48.0%. For this design, the CTS-stage hold fixing added 0 buffers. The warning count from the yosys run is 6.

After synthesis, the design contains 7124 cells according to Yosys. The post-synthesis share of cell area spent on and, or, nand and nor gates is 7.09%. In this run, synthesis produced a sequential element count of 1984.

The required time at the endpoint of the critical path is 58.64 ns. The number of max-cap violations is 0. 3968 endpoints have no timing constraint. The worst-case IR drop observed on VDD is 0.00515 mV. The flow ran to the end, and the final reports show no timing, DRC or antenna violations. The largest fanout of any net on the critical path is 109. The worst-case setup margin in the final layout is 38.12 ns.

The switching power summed over all nets is 0.243 mW. According to the I/O placement log, the pin count is 562. The via count of the first global-routing pass came to 72600.

The endpoint type of the worst setup path is an output pin. In the final layout, the share of cells above drive strength 1 is 16.0%. The routability congestion estimate from global placement is 0.966. Per the layout area report, the register area comes to 59600 µm². The post-synthesis chip area from yosys is 99700 µm².

After synthesis, the mean cell area works out to 14.0 µm². After synthesis the cells add up to 99700 µm². The number of antenna violations at the first check in global routing came to 25. The global route stage reports its total congestion overflow as 0. The iteration count recorded for the first detailed-route pass is 6.

The effective utilization at floorplan is 40.4%. The stage logs contain a warning count of 77. Measured along the x axis, the die boundary spans 501 µm. The number of register pins that no clock reaches is 1984.

The area fraction in compound gates after synthesis is 11.3%. The portion of synthesized area spent on multiplexers is 17.6%. The number of pins with negative max-slew slack in the final report is 0. After routing, the total negative slack on setup checks comes to 0 ns. Post-CTS repair changed the size of 0 cells. The final count of negative-setup-slack endpoints is 0.

STA classifies the critical path startpoint as a primary input. The total vias in the final route is 69100. Summing the areas of all xor and xnor instances in the mapped netlist gives 0% of the synthesized area. Looking at the max-slew report, the worst-margin pin has a slew of 1.16 ns.

Measured along the y axis, the die boundary spans 501 µm. Counting flops with a built-in enable in the synthesized netlist gives 1984. Entering global routing, the biggest net connects 210 pins. Per the breakdown, switching nets consume 50.2% of all power. The routed design could run at a clock period as short as 35.18 ns. The timing startpoint of the critical path is reg2loc. Of all flip-flops after synthesis, the portion carrying an async set or reset was 0%. The number of cells traversed by the worst hold path is 3.

The final report gives the standard cell area, fillers excluded, as 109000 µm². The type of the most critical hold path is in2out. In the power breakdown, the internal column shows 0.241 mW. The count of nets left with antenna violations after detail routing is 0. Of the combinational cells, the family taking the most area is multiplexers. The cell row count is 182. Based on the critical path, the design can be clocked at up to 28.4 MHz. Logged for this run, the post-placement worst setup slack is 38.27 ns. The placeable core area is 247000 µm².

Looking at the setup timing report, the critical path kind is in2out. After detailed routing, the number of remaining DRC violations is 0. The layout has 21400 filler cells.

The overall global routing resource usage is 32.7%. The overall die size recorded for this design is 251000 µm². Using the TritonRoute via totals, the vias-per-cell ratio works out to 6.52. The final report gives the core utilization as 44.1%. Power spread over the standard cell area amounts to 4.45 nW/µm².

The total setup buffers inserted after CTS is 0. Synthesis instantiated 79 different standard cells from the library. Summed over all layers, the routed wires come to 381000 µm.
cell type report:
class	count	share of cell area (%)
flip-flops and latches	1984	54.7
inverters	20	0.0759
repair buffers	957	8.03
well taps	3312	3.81
diodes	17	0.0391
multi-input cells	4311	33.3
routing by layer:
layer,vias up,part of all wire [%],GRT usage (%)
li1,28500,-,-
met1,33700,30,35.9
met2,5856,43,44.8
met3,934,20,27.1
met4,49,6.4,15.9
met5,-,0.37,3.92
layout by cell type (no fill, tap or decap), types with 11 or more instances in the layout:
master | synthesis | layout
sky130_fd_sc_hd__a221o_1 | 11 | 11
sky130_fd_sc_hd__a211oi_1 | 231 | 231
sky130_fd_sc_hd__nand2_1 | 839 | 836
sky130_fd_sc_hd__inv_1 | 16 | 15
sky130_fd_sc_hd__or3_1 | 42 | 42
sky130_fd_sc_hd__mux4_2 | 621 | 621
sky130_fd_sc_hd__a21oi_1 | 440 | 440
sky130_fd_sc_hd__clkdlybuf4s50_1 | 0 | 547
sky130_fd_sc_hd__nand3_1 | 158 | 158
sky130_fd_sc_hd__o21ai_0 | 344 | 344
sky130_fd_sc_hd__diode_2 | 0 | 17
sky130_fd_sc_hd__nor2b_1 | 92 | 91
sky130_fd_sc_hd__mux2_2 | 55 | 53
sky130_fd_sc_hd__edfxtp_1 | 1984 | 1984
sky130_fd_sc_hd__nor2_1 | 184 | 149
sky130_fd_sc_hd__buf_4 | 215 | 388
sky130_fd_sc_hd__o2111ai_1 | 17 | 17
sky130_fd_sc_hd__nor2_4 | 0 | 34
sky130_fd_sc_hd__nand2b_1 | 20 | 19
sky130_fd_sc_hd__o21ai_1 | 38 | 37
sky130_fd_sc_hd__nor3_1 | 87 | 87
sky130_fd_sc_hd__o21a_1 | 23 | 23
sky130_fd_sc_hd__o22ai_1 | 221 | 220
sky130_fd_sc_hd__o22a_1 | 14 | 14
sky130_fd_sc_hd__a311oi_1 | 61 | 61
sky130_fd_sc_hd__nand4_1 | 27 | 27
sky130_fd_sc_hd__a31oi_1 | 77 | 77
sky130_fd_sc_hd__nor4_1 | 12 | 11
sky130_fd_sc_hd__mux2i_1 | 286 | 284
sky130_fd_sc_hd__a221oi_1 | 13 | 13
sky130_fd_sc_hd__and3_1 | 82 | 82
sky130_fd_sc_hd__a21o_1 | 23 | 23
sky130_fd_sc_hd__o211ai_1 | 69 | 69
sky130_fd_sc_hd__o221ai_1 | 67 | 67
kinds of logic after synthesis:
kind of cell    after synthesis
compound gates             1766
mux                         965
simple gates               1580
buf+inv                     829
flops                      1984
cell usage after synthesis, drive strengths merged (14+ instances only):
master	n	area [µm²]
a21o	23	173
nor3	87	435
nor2b	92	576
a21oi	440	2200
o21a	23	173
or3	42	263
mux2	56	631
nand2	840	3160
nand3	158	791
o2111ai	17	149
nand2b	20	125
nand4	27	169
o22ai	221	1380
inv	16	60.1
a311oi	61	534
nor2	184	691
a221oi	14	129
o22a	14	123
o211ai	69	518
and3	82	513
a211oi	232	1750
edfxtp	1984	59600
a31oi	77	482
o21ai	382	1910
mux4	621	14000
mux2i	288	2900
o221ai	67	587
buf	468	2880
clkbuf	341	1280
worst paths after layout:
| check | to | slack (ns) |
|---|---|---|
| max | reg_data_b_out[25] | 38.12 |
| min | data_a[44] | 30.19 |
metrics by stage:
step / hold slack, ns / power, mW / cells
after floorplan: 29.59 / 0.351 / 7124
after CTS: 30.19 / 0.478 / 10600
after detailed placement: 30.18 / 0.477 / 10600
final: 30.19 / 0.485 / 10600
after global placement: 30.19 / 0.474 / 10600
after global routing: 30.23 / 0.506 / 10600
worst max-delay path, cell delays in order:
cell                              delay (ns)
sky130_fd_sc_hd__buf_8                  0.30
sky130_fd_sc_hd__buf_4                  0.69
sky130_fd_sc_hd__buf_4                  0.67
sky130_fd_sc_hd__mux2i_4                0.59
sky130_fd_sc_hd__buf_4                  0.63
sky130_fd_sc_hd__buf_12                 0.58
sky130_fd_sc_hd__nor3_1                 0.09
sky130_fd_sc_hd__or3_1                  0.39
sky130_fd_sc_hd__a31oi_1                0.15
sky130_fd_sc_hd__nor3_1                 0.07
sky130_fd_sc_hd__a211oi_1               0.57
sky130_fd_sc_hd__buf_4                  0.27
sky130_fd_sc_hd__mux2_2                 0.20
sky130_fd_sc_hd__clkdlybuf4s50_1        0.47
Power is estimated from default activity; no workload was simulated.

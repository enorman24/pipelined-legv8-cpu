$ cat run.sh
#!/bin/bash
# OpenROAD 26Q1-2900-gdf79404cd8, Yosys 0.63+post, stock flow scripts
make -C /OpenROAD-flow-scripts/flow DESIGN_CONFIG=/design/flow/config.mk WORK_HOME=/design/flow/orfs finish
$ cat config.mk
export PLATFORM = sky130hd
export DESIGN_NAME = alu
export DESIGN_NICKNAME = alu
export VERILOG_FILES = /design/flow/design.v
export SDC_FILE = /design/flow/constraint.sdc
export NUM_CORES = 4
export LEC_CHECK = 1
export CORE_UTILIZATION = 30
$ cat constraint.sdc
current_design alu

set clk_period 20.5
set clk_io_pct 0.2

create_clock -name clk0 -period $clk_period

set non_clock_inputs [all_inputs -no_clocks]
set_input_delay [expr $clk_period * $clk_io_pct] -clock clk0 $non_clock_inputs
set_output_delay [expr $clk_period * $clk_io_pct] -clock clk0 [all_outputs]
$ cat design.v
`timescale 1ns/10ps
package controlPkg;
    typedef enum logic [2:0] {
        PASSB = 3'b000,
        ADD = 3'b010,
        SUB = 3'b011,
        AND = 3'b100,
        OR = 3'b101,
        XOR = 3'b110
    } aluCntrl;
    typedef struct packed {
        logic Reg2Loc;
        logic uncondBr;
        logic brTaken;
        logic MemRead;
        logic aluOrShift;
        logic MemtoReg;
        logic MemWrite;
        logic ALUSrc;
        logic RegWrite;
        aluCntrl aluControl;
        logic ImmSel;
    } cntrl;
    typedef struct packed {
        logic zero;
        logic overflow;
        logic carryOut;
        logic negative;
    } alu_flags;
endpackage : controlPkg
`timescale 1ns/10ps
module alu (A, B, cntrl, result, negative, zero, overflow, carry_out);
    input logic [63:0] A, B;
	input logic [2:0] cntrl;
	output logic [63:0] result;
	output logic negative, zero, overflow, carry_out ;
	logic [64:0] carrys;
	logic [63:0] singleBitResult, shiftResult;
	logic subtract, ored;
	xor #(50ps) overflow_detection (overflow, carrys[63], carrys[64]);
	assign negative = result[63];
	assign carry_out = carrys[64];
	or_64 oredOuts (.num(result), .ored(ored));
	not #(50ps) isZero (zero, ored);
	assign subtract = cntrl[0];
	assign carrys[0] = subtract;
    genvar i;
	generate;
		for(i=0; i<64; i++) begin : eachOneBitALU
      		oneBitAlu oneBitALU (.a(A[i]), .b(B[i]), .carry_in(carrys[i]), .carry_out(carrys[i+1]), .out(result[i]), .cntrl(cntrl), .subtract(subtract));
    	end
	endgenerate
endmodule
`timescale 1ns/10ps
module carryout(a, b, carry_in, carry_out);
    input logic a, b, carry_in;
    output logic carry_out;
    logic and_ab, and_ac, and_bc;
    and #(50ps) and_carry_ab (and_ab, a, b);
    and #(50ps) and_carry_ac (and_ac, a, carry_in);
    and #(50ps) and_carry_bc (and_bc, b, carry_in);
    or  #(50ps) or_carry_output (carry_out, and_ab, and_ac, and_bc);
endmodule
`timescale 1ns/10ps
module oneBitAdder (a, b, carry_in, carry_out, out);
    input logic a, b, carry_in;
    output logic carry_out, out;
    carryout carry (.a, .b, .carry_in, .carry_out);
    sum summer (.a, .b, .carry_in, .out);
endmodule
`timescale 1ns/10ps
module oneBitAlu(a, b, carry_in, carry_out, out, cntrl, subtract);
    input logic a, b, carry_in, subtract;
    input logic [2:0] cntrl;
    output logic carry_out, out;
    logic [7:0] mux_inputs;
    logic and_out, or_out, xor_out, adder_out, b_sub;
    and #(50ps) and_gate(and_out, a, b);
    or  #(50ps) or_gate(or_out, a, b);
    xor #(50ps) xor_gate(xor_out, a, b);
    xor #(50ps) xor_b_subtract_gate(b_sub, b, subtract);
    oneBitAdder adder_instance (.a(a), .b(b_sub), .carry_in(carry_in), .carry_out(carry_out), .out(adder_out));
    assign mux_inputs = {1'bX, xor_out, or_out, and_out, adder_out, adder_out, 1'bX, b};
    mux8_1 mux_instance (.sel(cntrl), .in(mux_inputs), .out(out));
endmodule
`timescale 1ns/10ps
module sum (a, b, carry_in, out);
    input  logic a, b, carry_in;
    output logic out;
    logic and1_out, and2_out, and3_out, and4_out;
    logic not_a, not_b, not_c;
    not inv0 (not_a, a);
    not inv1 (not_b, b);
    not inv2 (not_c, carry_in);
    and #(50ps) and0 (and1_out, a, not_b, not_c);
    and #(50ps) and1 (and2_out, not_a, b, not_c);
    and #(50ps) and2 (and3_out, not_a, not_b, carry_in);
    and #(50ps) and3 (and4_out, a, b, carry_in);
    or  #(50ps) or0 (out, and1_out, and2_out, and3_out, and4_out);
endmodule
`timescale 1ns/10ps
module mux2_1(sel, input_a, input_b, out);
	input logic input_a, input_b, sel;
	output logic out;
	logic inverted_sel, and_a, and_b, or_result;
	xor #(50ps) invert_sel (inverted_sel, sel, 1'b1);
	and #(50ps) and_input_a (and_a, input_a, inverted_sel);
	and #(50ps) and_input_b (and_b, sel, input_b);
	or #(50ps) or_gate (out, and_a, and_b);
endmodule
module mux2_1_testbench();
	logic input_a, input_b, sel;
	logic out;
	logic inverted_sel, and_a, and_b, or_result;
	mux2_1 dut (.sel, .input_a, .input_b, .out);
	integer i;
	initial begin
		for (i = 0; i < 8; i++) begin
			{sel, input_a, input_b} = i; #10;
		end
	end
endmodule
`timescale 1ns/10ps
module mux4_1(sel, in, out);
	input logic [1:0] sel;
	input logic [3:0] in;
	output logic out;
	logic lower_out, upper_out;
	mux2_1 lower_mux(.sel(sel[0]), .input_a(in[0]), .input_b(in[1]), .out(lower_out));
	mux2_1 upper_mux(.sel(sel[0]), .input_a(in[2]), .input_b(in[3]), .out(upper_out));
	mux2_1 final_mux(.sel(sel[1]), .input_a(lower_out), .input_b(upper_out), .out(out));
endmodule
module mux4_1_testbench;
	logic [1:0] sel;
	logic [3:0] in;
	logic out;
	logic lower_out, upper_out;
	mux4_1 dut (.sel, .in, .out);
	integer i;
	initial begin
		for (i = 0; i < 65; i++) begin
			sel = i[1:0];
			in[0] = i[2];
			in[1] = i[3];
			in[2] = i[4];
			in[3] = i[5];
			#10;
		end
	end
endmodule
`timescale 1ns/10ps
module mux8_1(sel, in, out);
	input logic [2:0] sel;
	input logic [7:0] in;
	output logic out;
	logic lower_out, upper_out;
	mux4_1 lower_mux(.sel(sel[1:0]), .in(in[3:0]), .out(lower_out));
	mux4_1 upper_mux(.sel(sel[1:0]), .in(in[7:4]), .out(upper_out));
	mux2_1 final_mux(.sel(sel[2]), .input_a(lower_out), .input_b(upper_out), .out(out));
endmodule
module mux8_1_testbench;
	logic [2:0] sel;
	logic [7:0] in;
	logic out;
	logic lower_out, upper_out;
	mux8_1 dut (.sel, .in, .out);
	initial begin
		sel = 3'b000; in = 8'b00000000; #10;
		sel = 3'b000; in = 8'b00000001; #10;
		sel = 3'b010; in = 8'b00000001; #10;
		sel = 3'b110; in = 8'b01110101; #10;
	end
endmodule
`timescale 1ns/10ps
module or_16(num, ored);
    input logic [15:0] num;
    output logic ored;
    logic [3:0] temp;
    or_4 first (.num(num[3:0]), .ored(temp[0]));
    or_4 second (.num(num[7:4]), .ored(temp[1]));
    or_4 third (.num(num[11:8]), .ored(temp[2]));
    or_4 fourth (.num(num[15:12]), .ored(temp[3]));
    or #(50ps) orGate (ored, temp[3], temp[2], temp[1], temp[0]);
endmodule
`timescale 1ns/10ps
module or_4(num, ored);
    input logic [3:0] num;
    output logic ored;
    or #(50ps) orGate (ored, num[3], num[2], num[1], num[0]);
endmodule
`timescale 1ns/10ps
module or_64(num, ored);
    input logic [63:0] num;
    output logic ored;
    logic [3:0] temp;
    or_16 first (.num(num[15:0]), .ored(temp[0]));
    or_16 second (.num(num[31:16]), .ored(temp[1]));
    or_16 third (.num(num[47:32]), .ored(temp[2]));
    or_16 fourth (.num(num[63:48]), .ored(temp[3]));
    or #(50ps) orGate (ored, temp[0], temp[1], temp[2], temp[3]);
endmodule
==> impl_metrics.tcl <==
# yosys + openroad results
set metrics [dict create \
    status "finished, violations left" \
    violations "setup timing" \
    yosysSeqAreaShare_pct 0 \
    die_area_um2 26900 \
    ys_sh_simple_pct 7.945 \
    critPathBufInv 4 \
    timing.final.ws_setup_ps -11290 \
    yosys_cells 910 \
    combGateArea_um2 6691 \
    netlist_area_um2 7874 \
    slew_violations 0 \
    top_cells_by_count "ha_1 (191), inv_1 (191), mux2i_1 (77)" \
    grt_setup_unrepaired "true" \
    drtAntennaViolNets 0 \
    worstPathArrival_ps 27690 \
    crit_top_cell "fa_2" \
    finalWirelength_um 21400 \
    drt-met1-wl_um 9781 \
    placed_cells 1409 \
    area_growth_pct 31.78 \
    whs_endpoint "result[37]" \
    fin_cells 1418 \
    fp_util_pct 30.91 \
    critPathTopFamily "adder cells" \
    ir_drop_mv 0.02582 \
    grt_max_degree 73 \
    synth_top_cell_by_area "ha_1" \
    wl_met3_um 1259 \
    vias_per_cell 4.668 \
    synth_cells 910 \
    flops 0 \
    drc 0 \
    synth.top_cell.area_share_pct 30.35 \
    max_slew_margin_pct 43.84 \
    top_layer "met4" \
    topCellsByArea "ha_1 (30%), fa_1 (16%), mux2i_1 (9.8%), inv_1 (9.1%), buf_4 (6.9%)" \
    critPathSlowestCell "fa_2" \
    p_leak_nw 5.335 \
    first_global_vias 6431 \
    ys_sh_aoi_pct 15.03 \
    grt_first_pass_wirelength_um 33490 \
    synthAdderAreaFrac_pct 46.11 \
    grt.overflow.total 0 \
    dieHeight_um 164.0 \
    tns_ps -217150 \
    rows 58 \
    path_class "in -> out" \
    final_area_um2 10380 \
    cp_slowest_stage_delay_ps 400 \
    dr_wl_met2_um 10310 \
    hold_viol_final 0 \
    mux_area_share_pct 12.22 \
    setup_viol 35 \
    gp_congestion 0.8324 \
    dp_slack_ps -12200 \
    antenna_found_initial 3 \
    worst_setup_path_end_kind "output port" \
    powerDensity_nw_per_um2 25.97 \
    place_area_um2 10350 \
    grtUsageTotal_pct 16.28 \
    drive_gt1_share_pct 21.47 \
    tightestPinTransition_ps 842.3 \
    min_path_cells 3 \
    xor_area_share_pct 0.3337 \
    io_buffers 199 \
    nFillCells 2447 \
    warning_count 99 \
    clockBufferCount 0 \
    cp-start-kind "input pin" \
    drt_iter0_drc 256 \
    final_util_pct 40.74 \
    cap_viol_max_count 0 \
    crit_fanout 3 \
    hpwl_um 17200 \
    vias 6619 \
    post-route-period-util_pct 155.1 \
    core_um2 25470 \
    wl_per_cell_um 15.09 \
    drt_pass1_iterations 4 \
    fin_crit_ps 31790 \
    synthTopLogicFamily "adder cells" \
    hp-start "cntrl[2]" \
    ioPinCount 199 \
    die_w_um 164.0 \
    fmax_ghz 0.03146 \
    regArea_um2 0 \
    hp-class "in -> out" \
    critPathRequiredTime_ps 16400 \
    syn_avg_cell_area_um2 8.653 \
    ctsHoldBuffers 0 \
    yosys_area_um2 7874 \
    ys.warnings.count 0 \
    ys_types 37 \
]
==> through the flow <==
stage | hold WS, ps | power [W]
CTS | 8865 | 0.0002727
global route | 8899 | 0.0003066
global placement | 9191 | 0.0002687
detailed placement | 9187 | 0.0002713
finish | 8851 | 0.0002694
floorplan | 8357 | 0.0001644
==> metal layers <==
metal,vias to the layer above,track usage [%]
li1,3371,-
met1,3075,23.01
met2,171,27.81
met3,2,2.241
met4,0,1.010
met5,-,0
==> cells in the final DEF, fill, tap and decap left out, types with 18 or more instances in the layout <==
cell type and instances:
a211o_1 32, buf_2 29, inv_1 188, mux2i_1 74, and2_1 22, o21a_1 18, nor2b_1 32, clkdlybuf4s50_1 155
fa_2 62, o221ai_1 50, buf_4 81, ha_1 190
==> cell type report <==
cell class | count | area share [%]
Inverter | 191 | 6.946
Multi-Input combinational cell | 607 | 64.49
Tap cell | 330 | 3.979
Antenna cell | 3 | 0.07235
Timing Repair Buffer | 287 | 24.51
==> cells by family (layout without fill, tap and decap cells) <==
family | after synthesis | in the layout
AND-OR/OR-AND | 150 | 150
XOR/XNOR | 3 | 3
adder cells (fa/ha/maj) | 253 | 253
buffers and inverters | 303 | 478
multiplexers | 94 | 94
other | 0 | 3
AND/OR/NAND/NOR | 107 | 107
==> power by group <==
group	switching (W)	total (W)	leakage, nW	internal (W)
clock network	0	0.0000000000197	0.0000190	0.0000000000196
registers	0	0	0	0
logic	0.000120	0.000269	5.34	0.000149
total	0.000120	0.000269	5.34	0.000149
==> how the worst max path moves through the flow <==
stage,from,endpoint,slack (ps),cells past startpoint
4_1_cts,cntrl[0],zero,-11650,74
5_1_grt,cntrl[0],zero,-11920,74
6_report,cntrl[0],zero,-11290,74
==> timing repair <==
item / 4_1_cts / 5_1_grt
endpoints found under the setup margin: 37 / 38
setup buffers: 17 / 3
pin swaps: 34 / 31
resized: 154 / 18
==> worst min-delay path: stages <==
cell and delay (ps):
buf_4 320, o21ai_1 210, buf_2 110
Power figures rest on the tool's default switching activity, not on a simulated workload.

`/design/flow/config.mk`:
```
export PLATFORM = sky130hd
export DESIGN_NAME = branch_pc_datapath
export DESIGN_NICKNAME = branch_pc_datapath
export VERILOG_FILES = /design/flow/design.v
export SDC_FILE = /design/flow/constraint.sdc
export NUM_CORES = 4
export LEC_CHECK = 1
export CORE_UTILIZATION = 50
```
`/design/flow/constraint.sdc`:
```
current_design branch_pc_datapath

set clk_period 22.8
set clk_io_pct 0.2

create_clock -name clk0 -period $clk_period

set non_clock_inputs [all_inputs -no_clocks]
set_input_delay [expr $clk_period * $clk_io_pct] -clock clk0 $non_clock_inputs
set_output_delay [expr $clk_period * $clk_io_pct] -clock clk0 [all_outputs]
```
`/design/flow/design.v`:
```
`timescale 1ns/10ps
package controlPkg;
    typedef enum logic [2:0] {
        PASSB = 3'b000,
        ADD = 3'b010,
        SUB = 3'b011,
        AND = 3'b100,
        OR = 3'b101,
        XOR = 3'b110
    } aluCntrl;
    typedef struct packed {
        logic Reg2Loc;
        logic uncondBr;
        logic brTaken;
        logic MemRead;
        logic aluOrShift;
        logic MemtoReg;
        logic MemWrite;
        logic ALUSrc;
        logic RegWrite;
        aluCntrl aluControl;
        logic ImmSel;
    } cntrl;
    typedef struct packed {
        logic zero;
        logic overflow;
        logic carryOut;
        logic negative;
    } alu_flags;
endpackage : controlPkg
`timescale 1ns/10ps
module adder(A, B, result);
    input logic [63:0] A, B;
	output logic [63:0] result;
	logic [64:0] carrys;
	assign carrys[0] = 0;
    genvar i;
	generate;
		for(i=0; i<64; i++) begin : eachOneBitAdder
            oneBitAdder singleBitAdders (.a(A[i]), .b(B[i]), .carry_in(carrys[i]), .carry_out(carrys[i+1]), .out(result[i]));
    	end
	endgenerate
endmodule
`timescale 1ns/10ps
module branch_path (
    input logic [25:0] b_addr,
    input logic [18:0] cond_addr,
    input logic uncondbr_sel,
    output logic [63:0] branchaddr
);
    logic [63:0] b_ext, bcond_ext, selbr;
    signExtend26_64 brAddr (
        .in     (b_addr),
        .out    (b_ext)
    );
    signExtend19_64 condbrAddr (
        .in     (cond_addr),
        .out    (bcond_ext)
    );
    mux2_1_64 uncondBr (
        .sel            (uncondbr_sel), 
        .a              (bcond_ext), 
        .b              (b_ext), 
        .out            (selbr)
    );
    twoBitLeftShift_64 shift_branch(
        .in      (selbr),
        .out     (branchaddr)
    );
endmodule
`timescale 1ns/10ps
module branch_pc_datapath (
    input logic [25:0] b_addr,
    input logic [18:0] cond_addr,
    input logic [63:0] branch_instr_pc,
    input logic uncondbr_sel,
    input logic brTaken,
    output logic [63:0] br_taken_pc
);
    logic [63:0] branchoffset;
    branch_path eval_branch (
            .b_addr         (b_addr),
            .cond_addr      (cond_addr),
            .uncondbr_sel   (uncondbr_sel),
            .branchaddr     (branchoffset)
    );
    adder instradderbranch ( 
            .A              (branch_instr_pc),  
            .B              (branchoffset), 
            .result         (br_taken_pc)
    );
endmodule
`timescale 1ns/10ps
module carryout(a, b, carry_in, carry_out);
    input logic a, b, carry_in;
    output logic carry_out;
    logic and_ab, and_ac, and_bc;
    and #(50ps) and_carry_ab (and_ab, a, b);
    and #(50ps) and_carry_ac (and_ac, a, carry_in);
    and #(50ps) and_carry_bc (and_bc, b, carry_in);
    or  #(50ps) or_carry_output (carry_out, and_ab, and_ac, and_bc);
endmodule
`timescale 1ns/10ps
module oneBitAdder (a, b, carry_in, carry_out, out);
    input logic a, b, carry_in;
    output logic carry_out, out;
    carryout carry (.a, .b, .carry_in, .carry_out);
    sum summer (.a, .b, .carry_in, .out);
endmodule
`timescale 1ns/10ps
module sum (a, b, carry_in, out);
    input  logic a, b, carry_in;
    output logic out;
    logic and1_out, and2_out, and3_out, and4_out;
    logic not_a, not_b, not_c;
    not inv0 (not_a, a);
    not inv1 (not_b, b);
    not inv2 (not_c, carry_in);
    and #(50ps) and0 (and1_out, a, not_b, not_c);
    and #(50ps) and1 (and2_out, not_a, b, not_c);
    and #(50ps) and2 (and3_out, not_a, not_b, carry_in);
    and #(50ps) and3 (and4_out, a, b, carry_in);
    or  #(50ps) or0 (out, and1_out, and2_out, and3_out, and4_out);
endmodule
`timescale 1ns/10ps
module mux2_1(sel, input_a, input_b, out);
	input logic input_a, input_b, sel;
	output logic out;
	logic inverted_sel, and_a, and_b, or_result;
	xor #(50ps) invert_sel (inverted_sel, sel, 1'b1);
	and #(50ps) and_input_a (and_a, input_a, inverted_sel);
	and #(50ps) and_input_b (and_b, sel, input_b);
	or #(50ps) or_gate (out, and_a, and_b);
endmodule
module mux2_1_testbench();
	logic input_a, input_b, sel;
	logic out;
	logic inverted_sel, and_a, and_b, or_result;
	mux2_1 dut (.sel, .input_a, .input_b, .out);
	integer i;
	initial begin
		for (i = 0; i < 8; i++) begin
			{sel, input_a, input_b} = i; #10;
		end
	end
endmodule
`timescale 1ns/10ps
module mux2_1_64 (
    input logic [63:0]      a, b,
    input logic             sel,
    output logic [63:0]     out
);
genvar i;
generate;
    for(i = 0; i < 64; i++) begin : muxs
        mux2_1 onebit (
            .sel          (sel), 
            .input_a      (a[i]), 
            .input_b      (b[i]), 
            .out          (out[i])
        );
    end
endgenerate
endmodule
`timescale 1ns/10ps
module twoBitLeftShift_64 (
    input logic [63:0] in,
    output logic [63:0] out
);
    assign out = {in[61:0], 2'b00};
endmodule
`timescale 1ns/10ps
module signExtend19_64 (
    input logic [18:0] in,
    output logic [63:0] out
);
    assign out = {{45{in[18]}}, in};
endmodule
`timescale 1ns/10ps
module signExtend26_64 (
    input logic [25:0] in,
    output logic [63:0] out
);
    assign out = {{38{in[25]}}, in};
endmodule
```
`/design/flow/run.sh`:
```
#!/bin/bash
# OpenROAD 26Q1-2900-gdf79404cd8, Yosys 0.63+post, stock flow scripts
make -C /OpenROAD-flow-scripts/flow DESIGN_CONFIG=/design/flow/config.mk WORK_HOME=/design/flow/orfs finish
```
==> run notes <==
run results: synth warn 0, Failed at detailed placement (3_5_place_dp), port bufs approximately 170, syn_area_per_cell around 12 sq um, YS chip area 2100 sq um, Area leader share a little under three fifths, count leader, synth buf_4, GP Congestion 0.757, die width 66.8 um, Synth area leaders fa_1 57%, buf_4 23%, mux2_4 8.6%, mux2_2 3.2%, nand2_1 2.5%, synth cell count leaders 64 x buf_4, 60 x fa_1, 14 x nand2_1, post-synthesis sequential area ratio 0%, synthesized area ~2100 sq um, Distinct lib cells used 11, first error message [ERROR DPL-0036] Detailed placement failed., leading area contributor after synthesis fa_1, fp_density a little over half, die height between 60 and 70 um, # rows 23, Yosys Instances about 170, Post-Synthesis Cells approximately 170, # IOs between 150 and 200, status did not finish
cell families after synthesis:
| group | Yosys count | share of synthesized area [%] |
|---|---|---|
| AND/OR/NAND/NOR | 15 | 3.16 |
| adder cells (fa/ha/maj) | 61 | 57.9 |
| XOR/XNOR | 2 | 0.835 |
| buffers and inverters | 71 | 25.2 |
| multiplexers | 19 | 12.9 |
stage by stage:
stage | TNS [ns] | instance area (sq um)
2_1_floorplan | -122.46 | 2190
3_3_place_gp | -149.89 | 3470
